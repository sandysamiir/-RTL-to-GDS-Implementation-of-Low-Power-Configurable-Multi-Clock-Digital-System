===== flow/design.v =====
module SYS_CTRL 
(
	input  wire        CLK,                  
	input  wire        RST,                  
	input  wire [15:0] ALU_OUT,              
	input  wire        OUT_Valid,            
	input  wire [7:0]  RdData,               
	input  wire        RdData_Valid,         
	input  wire [7:0]  RX_P_DATA,            
	input  wire        RX_D_VLD,             
	input  wire        FIFO_FULL,            
	input  wire        parity_error,         
	input  wire        Framing_error,        
	output reg  [3:0]  ALU_FUN,              
	output reg         ALU_EN,               
	output reg         CLK_EN,               
	output reg  [3:0]  Address,              
	output reg         WrEn,                 
	output reg         RdEn,                 
	output reg  [7:0]  WrData,               
	output reg  [7:0]  TX_P_DATA,            
	output reg         TX_D_VLD,             
	output reg         clk_div_en            
);
reg [3:0] Temp_Address;
reg [15:0] ALU_RESULT;
reg Receiving_error;
assign Receiving_error = (parity_error | Framing_error);
typedef enum {
        IDLE,
        RF_WR_CMD,
		    RF_WR_ADDR,
		    RF_WR_DATA,
        RF_RD_CMD,
		    RF_RD_ADDR,
        ALU_OP_CMD,
		    OPERAND_A,
		    WRITE_A,
		    OPERAND_B,
		    WRITE_B,
		    ALU_OPERATION,
		    ALU_NOP_CMD,
		    SEND_RESULT,
		    SEND_RESULT_Part2
} state_t;
state_t Current_State, Next_State;
always @(posedge CLK or negedge RST)
begin
 if(!RST)
	Current_State <= IDLE;
 else
	Current_State <= Next_State;
end
always @(*)
begin
    case(Current_State)
	   IDLE: begin
			      if(RX_D_VLD)
			       begin
				      case(RX_P_DATA)
					     8'hAA:   Next_State = RF_WR_CMD;
               8'hBB:   Next_State = RF_RD_CMD;
               8'hCC:   Next_State = ALU_OP_CMD;
               8'hDD:   Next_State = ALU_NOP_CMD;
               default: Next_State = IDLE;
		          endcase
			       end 
			      else
			       Next_State = IDLE;
	         end
 RF_WR_CMD: begin
              if (Receiving_error)
               Next_State = IDLE;
				      else if (RX_D_VLD) 
				       begin
					      Next_State = RF_WR_ADDR;
               end 
				      else 
				       begin
				       	Next_State = RF_WR_CMD;
	             end
			        end
	RF_WR_ADDR: begin
	             if (Receiving_error)
                Next_State = IDLE;
				       else if (RX_D_VLD) 
				        begin
					       Next_State = RF_WR_DATA;
                end 
				       else 
				        begin
					       Next_State = RF_WR_ADDR;
	              end
			        end	
  RF_WR_DATA: begin
					     Next_State = IDLE;
			        end					
	RF_RD_CMD: begin
	            if (Receiving_error)
               Next_State = IDLE;
	            else if (RX_D_VLD) 
				       begin
					      Next_State = RF_RD_ADDR;
               end 
				      else 
				       begin
				        Next_State = RF_RD_CMD;
	             end
	           end
	RF_RD_ADDR: begin
	             if (Receiving_error)
                Next_State = IDLE;
	             else if(RdData_Valid)
			          Next_State = SEND_RESULT;
				       else 
	              Next_State = RF_RD_ADDR;
	            end
  ALU_OP_CMD: begin
               if (Receiving_error)
                Next_State = IDLE;
				       else if (RX_D_VLD) 
				        begin
					       Next_State = OPERAND_A;
                end 
			         else 
			          begin
 					       Next_State = ALU_OP_CMD;
	              end	
	            end
	OPERAND_A: begin
	            if (Receiving_error)
               Next_State = IDLE;
              else   
			         Next_State = WRITE_A;
	           end
	WRITE_A: begin
	          if (Receiving_error)
             Next_State = IDLE;
	          else if (RX_D_VLD) 
				     begin
				      Next_State = OPERAND_B;
             end 
				    else 
				     begin
					    Next_State = WRITE_A;
	           end	
	         end
	OPERAND_B: begin
	            if (Receiving_error)
               Next_State = IDLE;
              else   
			         Next_State = WRITE_B;	
	           end
	WRITE_B: begin
	          if (Receiving_error)
             Next_State = IDLE;
	          else if (RX_D_VLD) 
				     begin
				      Next_State = ALU_OPERATION;
             end 
				    else 
				     begin
					    Next_State = WRITE_B;
	           end	
	         end
  ALU_OPERATION: begin
                  if (Receiving_error)
                   Next_State = IDLE;
	                else if(OUT_Valid)
			             Next_State = SEND_RESULT;
					        else 
			             Next_State = ALU_OPERATION;	
	               end
  ALU_NOP_CMD: begin
                if (Receiving_error)
                 Next_State = IDLE;
				        else if (RX_D_VLD) 
				         begin
					        Next_State = ALU_OPERATION;
                 end 
				        else 
				         begin
					         Next_State = ALU_NOP_CMD;
                  end	
	              end				   
 SEND_RESULT: begin
                if(!FIFO_FULL && OUT_Valid)
			           Next_State = SEND_RESULT_Part2;
			          else if(!FIFO_FULL && RdData_Valid) 
			           Next_State = IDLE;
			          else
			           Next_State =	SEND_RESULT;
	             end
	SEND_RESULT_Part2: begin
			                  Next_State = IDLE; 	
	                   end             
	default: Next_State = IDLE;	  
 endcase
end
always @(*)
begin 
			      ALU_FUN    = 4'b0;            
            ALU_EN     = 1'b0;              
            CLK_EN     = 1'b0;                     
            WrEn       = 1'b0;               
            RdEn       = 1'b0;        
            WrData     = 8'b0;            
            TX_P_DATA  = 8'b0;           
            TX_D_VLD   = 1'b0;            
            clk_div_en = 1'b1; 
            Address    = Temp_Address;
 case(Current_State)
	IDLE: begin
			      ALU_FUN    = 4'b0;            
            ALU_EN     = 1'b0;              
            CLK_EN     = 1'b0;
            Address    = 4'b0;                     
            WrEn       = 1'b0;               
            RdEn       = 1'b0;        
            WrData     = 8'b0;            
            TX_P_DATA  = 8'b0;           
            TX_D_VLD   = 1'b0;            
            clk_div_en = 1'b1; 
            ALU_RESULT = 16'b0;        
	      end
	RF_WR_ADDR: begin
	             ALU_RESULT = 16'b0;          
	            end
	RF_WR_DATA: begin
	              WrData = RX_P_DATA;
	              Address = Temp_Address;;
				        WrEn = 1'b1;
	              ALU_RESULT = 16'b0;			        
	            end
	RF_RD_ADDR: begin
	               ALU_RESULT = 16'b0;
	               Address = RX_P_DATA[3:0];
				         RdEn = 1'b1; 
	            end
	OPERAND_A: begin
	             ALU_RESULT = 16'b0;
	             Address = 4'b0000; 
				       WrData = RX_P_DATA;
			         WrEn = 1'b1; 
	           end
	WRITE_A: begin
	           ALU_RESULT = 16'b0;
	           WrEn = 1'b0;
	         end
	OPERAND_B: begin
	             ALU_RESULT = 16'b0;
	             Address = 4'b0001;
				       WrData = RX_P_DATA;
				       WrEn = 1'b1;
	           end
	WRITE_B: begin
	           ALU_RESULT = 16'b0;
	           WrEn = 1'b0;
	         end
	ALU_OPERATION: begin
	                 ALU_RESULT = 16'b0;
	                 ALU_FUN    = RX_P_DATA[3:0];            
                   ALU_EN     = 1'b1;              
                   CLK_EN     = 1'b1;           
	               end
	SEND_RESULT: begin
	              ALU_RESULT = 16'b0;
                if(RdData_Valid)
				         begin
				          TX_P_DATA = RdData;
					        TX_D_VLD = 1'b1;
				         end
				        if(OUT_Valid)
                 begin
                  ALU_RESULT = ALU_OUT;
                  TX_P_DATA  = ALU_RESULT[7:0];    
				          TX_D_VLD   = 1'b1;
				          ALU_EN     = 1'b1;
				          CLK_EN     = 1'b1; 	
                 end				   
              end	
	SEND_RESULT_Part2: begin
                       TX_P_DATA = ALU_RESULT[15:8];   
				               TX_D_VLD  = 1'b1;
				               CLK_EN    = 1'b1;
	                     ALU_RESULT = 16'b0; 	
                     end              
	default: begin
	           ALU_FUN    = 4'b0;            
             ALU_EN     = 1'b0;              
             CLK_EN     = 1'b0;              
             Address    = 4'b0;       
             WrEn       = 1'b0;               
             RdEn       = 1'b0;        
             WrData     = 8'b0;            
             TX_P_DATA  = 8'b0;           
             TX_D_VLD   = 1'b0;            
             clk_div_en = 1'b1;
             ALU_RESULT = 16'b0;
           end	
 endcase
end
always @(posedge CLK  or negedge RST)
begin
 if(!RST)
   Temp_Address <= 4'b0;
 else if(Current_State == RF_WR_ADDR && !RX_D_VLD)
   Temp_Address <= RX_P_DATA[3:0];
 else
   Temp_Address <= Temp_Address;
end
endmodule

===== flow/run.sh =====
#!/bin/bash
# OpenROAD 26Q1-2900-gdf79404cd8, Yosys 0.63+post, stock flow scripts
make -C /OpenROAD-flow-scripts/flow DESIGN_CONFIG=/design/flow/config.mk WORK_HOME=/design/flow/orfs finish

===== flow/config.mk =====
export PLATFORM = sky130hd
export DESIGN_NAME = SYS_CTRL
export DESIGN_NICKNAME = SYS_CTRL
export VERILOG_FILES = /design/flow/design.v
export SDC_FILE = /design/flow/constraint.sdc
export NUM_CORES = 4
export LEC_CHECK = 1
export CORE_AREA = 10 10 111 111
export DIE_AREA = 0 0 121 121

===== flow/constraint.sdc =====
current_design SYS_CTRL

set clk_period 2.0
set clk_io_pct 0.2

create_clock -name clk0 -period $clk_period [get_ports {CLK}]

set non_clock_inputs [all_inputs -no_clocks]
set_input_delay [expr $clk_period * $clk_io_pct] -clock clk0 $non_clock_inputs
set_output_delay [expr $clk_period * $clk_io_pct] -clock clk0 [all_outputs]

==> summary.txt <==
Flops after synth: 19
Final wirelength: 4.08 mm
Reg clk slew, reported paths: 70 ps
Final weighted congestion in routability-driven placement: 0.800
Fp util: 11.3%
Detailed placement HPWL: 3.45 mm
Clock Root Buffer: clkbuf_8
Total gr overflow: 0
Cell Type Count: 34
Setup TNS: -1870 ps
Mean Syn Cell Area: 9.53 µm²
Worst Path Arrival: 2100 ps
Synth async-reset ratio: 100%
Antenna-violating nets left: 0
Clk buf depth: 2
Core Box Area: 0.00986 mm²
Residual DRC count: 0
Syn Inst Count: 117
Fmax: 400 MHz
Dpl ws: -480 ps
Max VDD drop: 0.220 mV
Die H: 121 µm
Clk sink count: 19
Post-layout period usage of the worst path: 125%
Status: finished with violations
Vias in the first global route: 1256
Final setup viols: 4
Number of enable flip-flop cells: 0
Global-route wire length before repair: 6.38 mm
Ant diodes: 0
Die ar.: 0.0146 mm²
Sequential share of power: 50.3%
Hold WS: 486 ps
Total power: 0.764 mW
Hold Vio Cnt, Final: 0
Initial antenna violation count: 0
Area growth, synth to finish: 89.8%
Seq/Total Area, Yosys: 42.8%
Gr usage total: 5.30%
Max_cap viols: 0
# Cells Yosys: 117
Clock skew: 3.53 ps
Core Rows: 36
Tool warnings: 36
Leakage power: 1.00 nW
CP max stage delay: 540 ps
DRT Pass-1 Iters: 4
Synth Cell Area: 0.00111 mm²
RSZ-0062 raised after global routing: true
Crit end category: primary output
Internal: 0.601 mW
Area figure in the yosys stat output: 0.00111 mm²
Worst Path Required: 1600 ps
Violated checks: setup timing
CTS buffer count: 3
Worst setup margin: -500 ps
Yosys warning count: 2
Crit Path Class: reg2out
Net Sw Frac: 21.2%
Crit-path cells: or4_4, or4_4, buf_6, buf_6, a22o_1, buf_2
Number of port buffers: 60
Total vias in the final route: 1185
Slowest cell on the critical path: or4_4
Wire per inst: 12.2 µm
Min Tclk post-route: 2500 ps
Startpoint types: flip-flop
Fin. max-slew vios: 0
Worst Hold Class: in2async
Largest fanout on the critical path: 2
Num ports: 70
H-tree level count: 1
Vias per Instance: 3.54
CTS tree: done
Pin count of the biggest net entering global routing: 20
Share of post-route cells with drive strength above 1: 26.2%
Combinational share of power: 16.7%
Clock power frac: 32.9%
Worst skew pair latency: 250 ps
Sw power: 0.162 mW
Die Wd: 121 µm
Ys flop type: dfrtp_1
Power density cells: 361 mW/mm²
1st-iter DRT viols: 27
[final cells by class]
| class | count | area (µm²) |
|---|---|---|
| clock buffers | 3 | 41.3 |
| clock inverters | 1 | 5.00 |
| fillers | 1044 | 7750 |
| inverters | 2 | 7.51 |
| multi-input cells | 90 | 627 |
| flip-flops and latches | 19 | 478 |
| well taps | 133 | 166 |
| repair buffers | 87 | 791 |
[synthesized netlist by cell type, types with 3 or more instances]
master	count	area share [%]
dfrtp_1	18	40
o21ai_0	4	1.8
clkbuf_1	5	1.7
a22oi_1	9	6.1
nand2_1	7	2.4
and3_1	3	1.7
nor3_1	3	1.3
mux2_2	4	4.0
a21oi_1	5	2.2
and2_2	4	2.7
nor2b_1	17	9.5
nor2_1	6	2.0
nor4bb_1	3	2.7
a22o_1	3	2.4
[state kept, by name (all words and copies together) (netlist names)]
register and count:
Current_State 15, Temp_Address 4
[per-stage QoR]
step	cell area, µm²	std cells	util [%]
6_report	2120	335	21.4
3_5_place_dp	2010	325	20.4
4_1_cts	2100	335	21.3
3_3_place_gp	2010	325	20.4
5_1_grt	2120	335	21.4
2_1_floorplan	1110	117	-
[path summary, 6_finish.rpt]
check / from / end / slack [ps] / depth (start not counted)
worst min register to register: Temp_Address[1]$_DFFE_PN0P_ / Temp_Address[1]$_DFFE_PN0P_ / 510 / 1
max in group asynchronous: RST / Current_State[0]$_DFF_PN1_ / 1260 / 2
worst max-delay path: Current_State[5]$_DFF_PN0_ / Address[2] / -500 / 6
worst max register to register: Current_State[5]$_DFF_PN0_ / Current_State[0]$_DFF_PN1_ / 540 / 3
min in group clk0: Temp_Address[1]$_DFFE_PN0P_ / Temp_Address[1]$_DFFE_PN0P_ / 510 / 1
worst min-delay path: RST / Current_State[8]$_DFF_PN0_ / 490 / 2
[power by group through the flow]
stage	Combinational [mW]	Clock (mW)	Sequential, mW
4_1_cts	0.130	0.261	0.384
5_1_grt	0.140	0.281	0.384
6_report	0.128	0.252	0.384
[kinds of logic (layout without fill, tap and decap cells)]
kind of cell    after synthesis  count (layout)  share of synthesized area [%]
compound gates               28              28                           18.4
mux                           4               4                           4.04
flops                        19              19                           42.8
other cells                   1               1                          0.336
buf+inv                       8              93                           3.03
simple gates                 56              56                           30.6
xor+xnor                      1               1                          0.786
[critical path, delay by kind of cell (launching register included)]
kind                   cells  cell delay [ps]
AND-OR/OR-AND              1              160
buffers and inverters      3              340
AND/OR/NAND/NOR            2              970
flip-flops                 1              370
[per-layer routing]
layer	routed length (µm)	GRT usage [%]
met1	1660	6.03
met4	8	0.226
met2	1980	9.05
met5	0	0
met3	435	2.79
[layout by cell type (no fill, tap or decap), types with 4 or more instances in the layout]
| master | instances |
|---|---|
| dlygate4sd2_1 | 14 |
| buf_4 | 23 |
| a22oi_1 | 8 |
| mux2_2 | 4 |
| a21oi_1 | 5 |
| nor2_1 | 6 |
| buf_2 | 4 |
| clkdlybuf4s50_1 | 38 |
| and2_2 | 4 |
| nor2b_1 | 17 |
| buf_6 | 4 |
| dlymetal6s2s_1 | 4 |
| o21ai_0 | 4 |
| dfrtp_1 | 17 |
| nand2_1 | 6 |
[repair_timing]
action,in CTS,in global routing
setup buffers,5,0
resized,35,6
pin swaps,7,4
gates cloned,1,0
endpoints found under the setup margin,26,15
hold buffers,0,0
Power figures rest on the tool's default switching activity, not on a simulated workload.
