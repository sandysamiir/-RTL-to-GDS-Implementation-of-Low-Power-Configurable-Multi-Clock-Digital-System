$ cat constraint.sdc
current_design ASYNC_FIFO

set clk_period 4.4
set clk_io_pct 0.2

create_clock -name clk0 -period $clk_period [get_ports {R_CLK}]
create_clock -name clk1 -period $clk_period [get_ports {W_CLK}]

set non_clock_inputs [all_inputs -no_clocks]
set_input_delay [expr $clk_period * $clk_io_pct] -clock clk0 $non_clock_inputs
set_output_delay [expr $clk_period * $clk_io_pct] -clock clk0 [all_outputs]
$ cat run.sh
#!/bin/bash
# OpenROAD 26Q1-2900-gdf79404cd8, Yosys 0.63+post, stock flow scripts
make -C /OpenROAD-flow-scripts/flow DESIGN_CONFIG=/design/flow/config.mk WORK_HOME=/design/flow/orfs finish
$ cat design.v
module ASYNC_FIFO #( parameter DATA_WIDTH = 8 ,
                    parameter DEPTH      = 8,
                    parameter P_SIZE     = 4 )
(
	input  wire                   W_CLK,
	input  wire                   W_RST,
	input  wire                   W_INC,
	input  wire                   R_CLK,
	input  wire                   R_RST,
	input  wire                   R_INC,
	input  wire [DATA_WIDTH-1:0]  WR_DATA,
	output wire                   FULL,
	output wire  [DATA_WIDTH-1:0] RD_DATA,
	output wire                   EMPTY
);
wire [P_SIZE-1:0] W_addr;
wire [P_SIZE-1:0] R_addr;
wire [P_SIZE-1:0] W_ptr;
wire [P_SIZE-1:0] R_ptr;
wire [P_SIZE-1:0] sync_Wr_ptr;
wire [P_SIZE-1:0] sync_Rd_ptr;
FIFO_MEM_CNTRL #(.DATA_WIDTH(DATA_WIDTH), .DEPTH(DEPTH), .P_SIZE(P_SIZE)) 
DUT_fifo_mem 
(
	.Wdata   (WR_DATA),
  .Winc    (W_INC),
  .Rinc    (R_INC),
	.W_CLK   (W_CLK),
	.W_RST   (W_RST),
	.Wfull   (FULL),
  .W_addr  (W_addr),    
  .R_addr  (R_addr),    
  .Rdata   (RD_DATA)
);
FIFO_WR #(.DEPTH(DEPTH), .P_SIZE(P_SIZE)) 
DUT_fifo_wr 
(
	.W_CLK      (W_CLK),
  .W_RST      (W_RST),
  .Winc       (W_INC),
  .wq2_rptr   (sync_Rd_ptr),   
	.Wptr       (W_ptr),         
	.Waddr      (W_addr),        
  .FULL       (FULL)
);
FIFO_RD #(.DEPTH(DEPTH), .P_SIZE(P_SIZE)) 
DUT_fifo_rd 
(
	.R_CLK      (R_CLK),
  .R_RST      (R_RST),
  .Rinc       (R_INC),
  .rq2_wptr   (sync_Wr_ptr),   
  .rptr       (R_ptr),         
	.raddr      (R_addr),        
  .EMPTY      (EMPTY)
);
DF_SYNC #(.DEPTH(DEPTH), .P_SIZE(P_SIZE))  
DUT_W2R
(
	.CLK          (R_CLK),
  .RST          (R_RST),
  .ASYNC_IN     (W_ptr),       
  .SYNC_OUT     (sync_Wr_ptr)  
);
DF_SYNC #(.DEPTH(DEPTH), .P_SIZE(P_SIZE))  
DUT_R2W
(
	.CLK          (W_CLK),
  .RST          (W_RST),
  .ASYNC_IN     (R_ptr),       
  .SYNC_OUT     (sync_Rd_ptr)  
);
endmodule
module DF_SYNC #(parameter DEPTH = 8,
                 parameter P_SIZE = 4)
(
    input wire              CLK,
    input wire              RST,
    input wire [P_SIZE-1:0] ASYNC_IN,
    output reg [P_SIZE-1:0] SYNC_OUT
);
reg [1:0] sync_reg [P_SIZE-1:0]; 
integer I;
always @(posedge CLK or negedge RST) 
 begin
  if (!RST)
    begin
     for (I=0; I<=(P_SIZE-1); I=I+1)
      sync_reg[I] <= 'b0 ;
    end
  else
    for (I=0; I<=(P_SIZE-1); I=I+1)
     sync_reg[I] <= {sync_reg[I][0],ASYNC_IN[I]};
 end
always @(*)
 begin
   for (I=0; I<=(P_SIZE-1); I=I+1)
    SYNC_OUT[I] = sync_reg[I][1] ; 
 end
endmodule
module FIFO_MEM_CNTRL #( parameter DATA_WIDTH = 8 ,
                         parameter DEPTH      = 8,
                         parameter P_SIZE     = 4 )
(
	input  wire [DATA_WIDTH-1:0]  Wdata,
  input  wire                   Winc,
  input  wire                   Rinc,
	input  wire                   W_CLK,
	input  wire                   W_RST,
	input  wire                   Wfull,
  input  wire [P_SIZE-1:0]      W_addr,
  input  wire [P_SIZE-1:0]      R_addr,
  output reg  [DATA_WIDTH-1:0]  Rdata
);
wire Wclken;
integer i;
assign Wclken = Winc & !(Wfull);
  reg [DATA_WIDTH-1:0] FIFO_MEM [0:DEPTH-1];
  always @(posedge W_CLK or negedge W_RST)
   begin
    if(!W_RST)
      begin
       for(i=0;i<DEPTH;i=i+1) 
        FIFO_MEM[i] <= {DATA_WIDTH{1'b0}} ;
      end
    else if(Wclken)
      begin
        FIFO_MEM[W_addr] <= Wdata;
      end
   end
always @(*)
 begin  
   Rdata = FIFO_MEM[R_addr];
 end
endmodule
module FIFO_RD #(parameter DEPTH = 8,
                parameter P_SIZE = 4 )
(
    input  wire               R_CLK,
    input  wire               R_RST,
    input  wire               Rinc,
    input  wire [P_SIZE-1:0]  rq2_wptr,
    output reg [P_SIZE-1:0]   rptr,
	  output reg [P_SIZE-1:0]   raddr,
    output reg                EMPTY
);
    reg [P_SIZE-1:0] gray_rd_ptr, gray_rd_ptr_next;
    always @(posedge R_CLK or negedge R_RST) 
	   begin
       if (!R_RST) 
		    begin
			    raddr <= 0;
          gray_rd_ptr <= 0;  
        end 
		   else if (Rinc && !EMPTY) 
		    begin
		      if(raddr == DEPTH-1)
		        raddr <= 0;
		      else  
		        raddr <= raddr + 1;
          gray_rd_ptr <= gray_rd_ptr_next;
        end
     end
    always @(*) 
	   begin
       gray_rd_ptr_next = (raddr + 1) ^ ((raddr + 1) >> 1);
       rptr = gray_rd_ptr_next;
       EMPTY = (gray_rd_ptr == rq2_wptr);
     end
endmodule
module FIFO_WR #(parameter DEPTH = 8,
                 parameter P_SIZE = 4 )
(
    input  wire               W_CLK,
    input  wire               W_RST,
    input  wire               Winc,
    input  wire [P_SIZE-1:0]  wq2_rptr,
    output reg [P_SIZE-1:0]   Wptr,
	  output reg [P_SIZE-1:0]   Waddr,
    output reg                FULL
);
    reg [P_SIZE-1:0] gray_wr_ptr, gray_wr_ptr_next;
    always @(posedge W_CLK or negedge W_RST) 
     begin
      if (!W_RST) 
		   begin
			   Waddr <= 0;
         gray_wr_ptr <= 0;
       end 
		  else if (Winc && !FULL) 
		   begin
		    if(Waddr == DEPTH-1) 
			    Waddr <= 0;
			  else
			    Waddr <=  Waddr + 1; 
        gray_wr_ptr <= gray_wr_ptr_next;
       end
      end
     always @(*) 
      begin  
        gray_wr_ptr_next = (Waddr + 1) ^ ((Waddr + 1) >> 1);
        Wptr = gray_wr_ptr;
        FULL = ((gray_wr_ptr[P_SIZE-1] != wq2_rptr[P_SIZE-1])&&(gray_wr_ptr[P_SIZE-2] != wq2_rptr[P_SIZE-2])&&(gray_wr_ptr[P_SIZE-3:0] == wq2_rptr[P_SIZE-3:0]));
      end
endmodule
$ cat config.mk
export PLATFORM = sky130hd
export DESIGN_NAME = ASYNC_FIFO
export DESIGN_NICKNAME = ASYNC_FIFO
export VERILOG_FILES = /design/flow/design.v
export SDC_FILE = /design/flow/constraint.sdc
export NUM_CORES = 4
export LEC_CHECK = 1
export CORE_UTILIZATION = 30
==> impl_metrics.toml <==
# implementation run metrics
[floorplanning]
chip_area_um2 = 15300
die_w_um = 124
initial_core_util_pct = 30.7
fp-row-count = 44
core_area_um2 = 14500
die_h_um = 124
pin_count = 24

[detailed_routing]
dr.first_iter.drc_count = 156
drt-total-wl_mm = 8.99
diodes = 0
vias = 2631
drc = 0
viasPerCell = 4.87
wl_per_cell_um = 16.7
ant_nets = 0
dr.pass1.iters = 5

[clocking]
post-cts-setup-buffers = 0
cts_tree = "yes"
hold_buffers = 0
clk_pin_slew_ns = 0.05
cts_num_sinks = 96
cts.repair.resized = 0

[final_timing]
setup_violations = 0
relSlewSlack_pct = 49.4
tightest_slew_ns = 0.759
grt_setup_unrepaired = "no"
finalHoldViolCount = 0
fin_hold_ws_ns = 0.344
tns_ns = 0
drv_slew = 0
finClkSkew_ns = 0.0104

[outcome]
outcome = "completed"

[placement]
hpwl_mm = 5.81
place.gp.congestion = 0.816
port_buffers = 22
dp.cells = 520

[critical_path]
worst-setup-path-type = "reg2out"
cp_max_fo = 13
startpoint_type = "flop"
arrival_ns = 2.79
worst_setup_path_end_kind = "output pin"
required_ns = 3.52

[global_route]
grt_max_degree = 50
grt_use_met3_pct = 3.18
grt_busiest_layer = "met1"
grt_pass1_wl_mm = 15.1
antenna_found_initial = 0
gr-usage-all-layers_pct = 13.4
grt_pass1_vias = 2711
grt_util_met2_pct = 19.6
grt_util_met1_pct = 21.1
grt-ovfl-total = 0

[synth]
synth-main-ff-cell = "dfrtp_1"
yosysWarnings = 6
synth_area_um2 = 4450
ys_sh_mux_pct = 21.9
xor_share_pct = 3.15
fa_ha_area_share_pct = 3.37
ys_cells = 328
synth_seq_share_pct = 54.0
syn_area_per_cell_um2 = 13.6
aoi_share_pct = 8.23
synth_flops = 96
yosys_area_um2 = 4450
syn-instance-count = 328
async_flop_share_pct = 100
synthSimpleGateAreaFrac_pct = 6.44
yosysUniqueCellTypes = 39
synth-edff-count = 0
topCombFamilyByArea = "multiplexers"

[power]
power_density_nw_per_um2 = 796
ir_drop_uv = 231
power.total_mw = 4.13
p_leak_nw = 2.26

[min_path]
hp-class = "reg2reg"

[finish]
fin_util_pct = 35.9
drive_gt1_share_pct = 30.3
final_cells = 540
largest_register_ffs = 64
comb_area_um2 = 1930
flop_area_um2 = 2400
area_growth_pct = 16.7
n_fill_cell = 1354

[job]
warnings = 34
maxCapViolations = 0
==> metrics by stage <==
step,worst slack (ns),area (um2)
finish,0.728,5190
CTS,0.683,5190
global placement,1.05,4830
global route,0.482,5190
floorplan,1.70,4450
detailed placement,0.965,4830
==> worst max-delay path, cell delays in order, from the launching register on <==
cell             delay (ns)
dfrtp_1                0.47
inv_1                  0.09
ha_1                   0.37
nor2_1                 0.37
nand2_1                0.39
a41oi_1                0.35
clkdlybuf4s50_1        0.51
==> worst paths after layout <==
kind,startpoint,to,slack (ns),cells after the start
min in group asynchronous,W_RST,DUT_fifo_wr.gray_wr_ptr[0]$_DFFE_PN0P_,0.47,1
max in group clk1,W_INC,DUT_fifo_mem.FIFO_MEM[1][5]$_DFFE_PN0P_,1.83,4
hold / removal,DUT_W2R.sync_reg[0][0]$_DFF_PN0_,DUT_W2R.sync_reg[0][1]$_DFF_PN0_,0.34,0
setup / recovery,DUT_fifo_rd.raddr[1]$_DFFE_PN0P_,RD_DATA[1],0.73,6
hold reg to reg,DUT_W2R.sync_reg[0][0]$_DFF_PN0_,DUT_W2R.sync_reg[0][1]$_DFF_PN0_,0.34,0
max in group asynchronous,R_RST,DUT_fifo_rd.raddr[3]$_DFFE_PN0P_,2.88,1
setup reg to reg,DUT_R2W.sync_reg[2][1]$_DFF_PN0_,DUT_fifo_mem.FIFO_MEM[1][5]$_DFFE_PN0P_,2.13,4
min in group clk1,DUT_R2W.sync_reg[2][0]$_DFF_PN0_,DUT_R2W.sync_reg[2][1]$_DFF_PN0_,0.35,0
==> power by group <==
part	switching [mW]	internal, mW	leakage, nW
combinational	0.667	0.935	0.906
sequential	0.304	1.33	1.16
clock	0.360	0.537	0.187
total	1.33	2.80	2.26
==> kinds of logic (layout without fill, tap and decap cells) <==
group	count (synthesis)	in the layout
DFF	96	96
AOI/OAI and AO/OA	52	52
buffers and inverters	24	52
adders and majority gates	12	12
muxes	76	76
and+or+nand+nor	52	52
xor gates and xnor gates	16	16
==> Yosys cell counts, drive strengths merged, types with 7 or more instances <==
| library cell | instances | area [um2] |
|---|---|---|
| nand3 | 7 | 50.1 |
| ha | 12 | 150 |
| o21ai | 15 | 75.1 |
| buf | 10 | 77.6 |
| a222oi | 8 | 80.1 |
| xnor2 | 7 | 61.3 |
| inv | 7 | 26.3 |
| xor2 | 9 | 78.8 |
| nand2 | 19 | 71.3 |
| mux2 | 76 | 976 |
| clkbuf | 7 | 26.3 |
| dfrtp | 96 | 2400 |
| nor2 | 7 | 26.3 |
| a21oi | 10 | 50.1 |
==> layout by cell type, fill, tap and decap left out, types with 3 or more instances in the layout <==
master and n:
clkinv_2 3, mux2_4 32, a22oi_1 4, a222oi_1 8, clkbuf_16 12, buf_4 4
inv_1 7, nand2_1 19, clkdlybuf4s50_1 21, a41oi_1 3, mux2_2 44, xnor2_1 7
ha_1 12, o21ai_0 15, a21oi_1 10, nand3_2 3, nor2_1 7, xor2_1 9
dfrtp_1 96, nand3_1 4
==> final cells by class <==
class / count / area share (%)
Clock buffer: 14 / 6.31
Clock inverter: 6 / 0.795
Inverter: 7 / 0.506
Multi-Input combinational cell: 208 / 37.1
Sequential cell: 96 / 46.2
Tap cell: 184 / 4.43
Timing Repair Buffer: 25 / 4.62
==> metal layers <==
layer	vias to the layer above	wire length, um
li1	1236	-
met1	1319	4320
met2	63	3990
met3	13	505
met4	0	171
met5	-	0
Power and IR drop assume default switching activity.
